[constraint.sdc]
current_design drv_ps2

set clk_period 1.5
set clk_io_pct 0.2

create_clock -name clk0 -period $clk_period [get_ports {i_clk}]

set non_clock_inputs [all_inputs -no_clocks]
set_input_delay [expr $clk_period * $clk_io_pct] -clock clk0 $non_clock_inputs
set_output_delay [expr $clk_period * $clk_io_pct] -clock clk0 [all_outputs]
[design.v]
module drv_ps2 (
    i_drv_clk,
    i_drv_dat,
    i_clk,
    i_rst,
    o_dat,
    o_emp,
    o_err
    );
    input           i_drv_clk;
    input           i_drv_dat;
    input           i_clk;
    input           i_rst;
    output [7:0]    o_dat;
    output          o_emp;
    output          o_err;
    wire w_clk_negedge;
    detector clk_dtctr (
        .i_clk      (i_clk),
        .i_rst      (i_rst),
        .i_in       (i_drv_clk),
        .o_posedge  (),
        .o_negedge  (w_clk_negedge),
        .o_edge     ()
    );
    logic [10:0] l_dat;
    logic [4:0] l_cnt;
    always_ff @ (posedge i_clk) begin
        l_dat <=    (i_rst) ? 'd0 :
                    (w_clk_negedge) ? {i_drv_dat, l_dat[10:1]} :
                    l_dat;
        l_cnt <=    (i_rst) ? 'd0 :
                    (l_cnt == 5'd11) ? 'd0 :
                    (w_clk_negedge) ? l_cnt + 'd1 :
                    l_cnt;
    end
    assign o_dat = {l_dat[8:1]};
    assign o_emp = (l_cnt == 5'd11) ? 'b0 : ~l_err;
    assign o_err = '0;
endmodule
`timescale 1ns / 1ps
module detector (
    i_clk,
    i_rst,
    i_in,
    o_posedge,
    o_negedge,
    o_edge
    );
    input       i_clk;           
    input       i_rst;           
    input       i_in;            
    output      o_posedge;       
    output      o_negedge;       
    output      o_edge;          
    logic [1:0] l_pattern = 'd0;
    always_ff @ (posedge i_clk) begin
        if (i_rst) begin
            l_pattern <= 'd0;
        end
        else begin
            l_pattern <= {l_pattern[0], i_in};
        end
    end
    assign o_posedge = (~ l_pattern[1]) & (  l_pattern[0]);
    assign o_negedge = (  l_pattern[1]) & (~ l_pattern[0]);
	assign o_edge    = (  l_pattern[1]) ^ (  l_pattern[0]);
endmodule
[run.sh]
#!/bin/bash
# OpenROAD 26Q1-2900-gdf79404cd8, Yosys 0.63+post, stock flow scripts
make -C /OpenROAD-flow-scripts/flow DESIGN_CONFIG=/design/flow/config.mk WORK_HOME=/design/flow/orfs finish
[config.mk]
export PLATFORM = sky130hd
export DESIGN_NAME = drv_ps2
export DESIGN_NICKNAME = drv_ps2
export VERILOG_FILES = /design/flow/design.v
export SDC_FILE = /design/flow/constraint.sdc
export NUM_CORES = 4
export LEC_CHECK = 1
export CORE_AREA = 10 10 70 70
export DIE_AREA = 0 0 80 80
==> results.py <==
# Flow results
metrics = {
    "critical_path": {
        "rr_worst_depth": 2,
        "crit_family": "buffers and inverters",
        "r2r-start": "clk_dtctr.l_pattern[1]",
        "worst_setup_path_start_kind": "flop",
        "regToRegEndpoint": "l_dat[9]",
        "cp.required_ns": 1.20,
        "path_cells": "clkdlybuf4s50_1",
        "reg2reg_slack_ns": 0.64,
        "path_class": "reg -> out",
        "critPathMaxStageDelay_ns": 0.49,
        "critPathArrivalTime_ns": 1.09,
        "worstPathMaxFanout": 2,
        "cp_slowest_cell": "clkdlybuf4s50_1",
        "crit_path_end_kind": "output port",
        "cp_num_buf_inv": 1,
    },
    "floorplan": {
        "core_um2": 3416,
        "die_h_um": 80,
        "num_rows": 21,
        "fp.dieW_um": 80,
        "io_pins": 14,
        "fp_util_pct": 15.82,
        "dieArea_um2": 6400,
    },
    "logic_synthesis": {
        "synth_cell_types": 12,
        "syn_inst": 50,
        "ys_sh_simple_pct": 20.37,
        "synth-seq-area-share_pct": 44.44,
        "area_leaders": "dfxtp_1 (44%), mux2i_1 (17%), buf_4 (14%)",
        "syn_area_um2": 540.5,
        "ys_sh_aoi_pct": 0.9259,
        "syn_avg_cell_area_um2": 10.81,
        "largest_area_cell": "dfxtp_1",
        "ys_cells": 50,
        "ys_sh_adder_pct": 0,
        "synth_chip_area_um2": 540.5,
        "ys_top_logic_family": "simple AND/OR/NAND/NOR gates",
        "yosys_warnings": 4,
        "synth.top_cell.area_share_pct": 44.44,
        "synth_flops": 12,
        "ys_sh_mux_pct": 16.67,
        "synth-xor-area-share_pct": 0,
    },
    "finish": {
        "layout_top_cell": "dfxtp_1",
        "n_fill_cell": 394,
        "final_cell_mix": "dfxtp_1 (12), clkdlybuf4s50_1 (11), nand2b_1 (10)",
        "area_growth_pct": 21.53,
        "drive_above_1_share_pct": 11.11,
        "fin_cells": 100,
    },
    "placed_design": {
        "place_hpwl_um": 716.3,
        "port-buffer-count": 11,
        "place_inst": 96,
        "gp_congestion": 0.6945,
    },
    "route": {
        "wl_met2_um": 324,
        "avgRoutedWirePerCell_um": 8.530,
        "wl_um": 853,
        "maxUsedRoutingLayer": "met3",
        "vias": 304,
        "met1Wirelength_um": 484,
        "remaining_drc_errors": 0,
        "drtIter0Drc": 1,
        "ant_nets": 0,
        "drtPass1Iterations": 2,
        "wl_met3_um": 44,
        "via_per_inst": 3.040,
        "num_antenna_cells": 0,
    },
    "clock_network": {
        "clock_path_buffers": 2,
        "htreeDepth": 1,
        "postCtsSetupBuffers": 0,
        "worstSkewPairLatency_ns": 0.26,
        "postCtsHoldBufs": 0,
        "cts_tree": "built",
        "cts_sinks": 12,
        "numCtsBuffers": 3,
        "cts_resized": 0,
        "root_buffer": "clkbuf_4",
        "clk_pin_slew_worst_paths_ns": 0.07,
    },
    "global_route": {
        "grt_usage_pct": 2.749,
        "grt_antenna_before_repair": 0,
        "grt_max_degree": 14,
        "grt_overflow": 0,
        "grt_pass1_wl_um": 1407,
        "grt_pass1_vias": 307,
    },
    "status": {
        "status": "completed",
    },
    "min_path": {
        "hold_end": "l_dat[10]",
        "worstHoldPathCells": 2,
        "hp-class": "reg -> reg",
        "hold_start": "l_dat[10]",
    },
    "power_and_ir_drop": {
        "ir_worst_vdd_uv": 398.0,
        "p_comb_share_pct": 4.8,
        "p_int_w": 0.0004886,
        "p_total_w": 0.0005967,
        "p_seq_share_pct": 54.4,
        "swShare_pct": 18.11,
        "p_per_area_nw_per_um2": 908.3,
        "p_leak_nw": 0.2547,
        "power.switching_w": 0.0001080,
        "pwr-share-clk_pct": 40.8,
    },
    "final_timing": {
        "max_freq_ghz": 0.7203,
        "hold_violations": 0,
        "finalClockPeriodUsage_pct": 92.56,
        "finalSetupTns_ns": 0,
        "fin_skew_ns": 0.005896,
        "setup_viol": 0,
        "rsz0062_at_grt": "no",
        "drv_slew": 0,
        "period_minus_slack_ns": 1.388,
    },
    "flow_run": {
        "maxCapViolCount": 0,
        "log.warning_count": 25,
    },
}
==> synthesized netlist by cell type <==
master and n:
and2b_4 1, buf_2 1, buf_4 10, buf_6 1
conb_1 1, dfxtp_1 12, mux2i_1 9, nand2b_1 10
nand2b_4 1, nand4bb_1 1, nor2b_1 2, o21ai_1 1
==> cell families (layout without fill, tap and decap cells) <==
kind of cell | after synthesis | after routing
and+or+nand+nor | 15 | 15
DFF | 12 | 12
buffers and inverters | 12 | 15
muxes | 9 | 9
other | 1 | 2
AOI/OAI and AO/OA | 1 | 1
==> layout make-up <==
type,instances,area [µm²],share of cell area (%)
Clock buffer,4,36.28,5.524
Multi-Input combinational cell,27,212.7,32.38
Sequential cell,12,240.2,36.57
Tap cell,46,57.56,8.762
Timing Repair Buffer,11,110.1,16.76
==> registers in the layout (all words and copies together) (netlist names) <==
name and flops:
clk_dtctr.l_pattern 2, l_dat 10
==> per-layer routing <==
layer	GRT usage, %	up-vias
met5	0	-
met2	3.612	12
met3	1.364	0
met1	3.989	134
met4	0.3521	0
li1	-	158
==> power by group through the flow <==
stage         sequential [W]  combinational, W  clock (W)
CTS                 0.000324         0.0000296   0.000252
global route        0.000325         0.0000314   0.000271
finish              0.000324         0.0000288   0.000243
==> worst max path at each step <==
stage / from / to / slack (ns) / cells past startpoint
4_1_cts: l_dat[1] / o_dat[0] / 0.09 / 1
6_report: l_dat[1] / o_dat[0] / 0.11 / 1
5_1_grt: l_dat[3] / o_dat[2] / 0.04 / 1
==> metrics by stage <==
step	worst slack, ns	area (µm²)	hold slack, ns	utilization (%)
2_1_floorplan	0.7081	544.3	0.4282	-
3_3_place_gp	0.1988	620.6	0.4621	18.17
3_5_place_dp	0.1537	620.6	0.4764	18.17
4_1_cts	0.08952	656.9	0.4938	19.23
5_1_grt	0.03517	656.9	0.5288	19.23
6_report	0.1116	656.9	0.4856	19.23
Power and IR drop assume default switching activity.
